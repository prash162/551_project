**design/flow/design.v**
```verilog
module Dff16(clock,D,reset,enable,Q);
input clock;
input [15:0] D;
input reset,enable;
output [15:0] Q;
reg [15:0] Qtemp;
assign Q= Qtemp;
always@(posedge clock) begin
if(reset == 1'b1)
   Qtemp<=0;
else
		if(enable == 1'b1)
			Qtemp<=D;
		else
			Qtemp<=Qtemp;
end
endmodule
```
**design/flow/run.sh**
```bash
#!/bin/bash
# OpenROAD 26Q1-2900-gdf79404cd8, Yosys 0.63+post, stock flow scripts
make -C /OpenROAD-flow-scripts/flow DESIGN_CONFIG=/design/flow/config.mk WORK_HOME=/design/flow/orfs finish
```
**design/flow/config.mk**
```make
export PLATFORM = sky130hd
export DESIGN_NAME = Dff16
export DESIGN_NICKNAME = Dff16
export VERILOG_FILES = /design/flow/design.v
export SDC_FILE = /design/flow/constraint.sdc
export NUM_CORES = 4
export LEC_CHECK = 1
export CORE_AREA = 10 10 70 70
export DIE_AREA = 0 0 80 80
```
**design/flow/constraint.sdc**
```tcl
current_design Dff16

set clk_period 1.1
set clk_io_pct 0.2

create_clock -name clk0 -period $clk_period [get_ports {clock}]

set non_clock_inputs [all_inputs -no_clocks]
set_input_delay [expr $clk_period * $clk_io_pct] -clock clk0 $non_clock_inputs
set_output_delay [expr $clk_period * $clk_io_pct] -clock clk0 [all_outputs]
```
==> notes.md <==
run metrics: arrival time reported for the critical path endpoint=a little over 800 ps, number of distinct library cells after synthesis=7, crit path to=Q[8], Worst Max-Slew Pin Slew=144 ps, Post-Synthesis Cells=roughly 52, Synth Seq Share=a little under three fifths, max-capacitance violation count=0, Initial DRC Count=5, total I/O pin count=35, final period demand of the worst path=approximately 1100 ps, total number of yosys warnings=1, via/cell ratio=3.43, status=completed, hold buffer count at CTS=0, Die Span X=80 µm, Highest Clock Rate=949 MHz, clk root buf=clkbuf_4, Critical R2R Capture=Qtemp[5], Layout area overhead=71.6%, final setup vio count=0, total die area=6400 µm², FP Rows=21, post-route antenna net violation count=0, DRT Pass-1 Iters=2, number of cells on the critical path=1, number of CTS-inserted buffers=3, count of antenna diodes in the layout=0, die span in y=roughly 80 µm, cell area after synthesis=a little under 600 µm², leakage power of the design=between 0.4 and 0.5 nW, total cell area at the placement stage=a little under 1000 µm², core box area=approximately 3400 µm², vias after detailed routing=460, commonest cells after routing, fill and taps aside=18 x clkdlybuf4s50_1, 16 x dfxtp_2, 16 x mux2i_1, 16 x nor2_1, 16 x dlygate4sd2_1, leading cell type in the layout, fill and taps excluded=clkdlybuf4s50_1, largest register by flop count=Qtemp, crit-path max cell delay=between 300 and 400 ps, global-route usage over all layers=4.66%, pwr/cell area=between 1000 and 1500 nW/µm², synthesized area per cell=approximately 11 µm², Largest cells by area=dfxtp_1 55%, mux2i_1 28%, nor2_1 10%, CP bufs+invs=1, worst path cell trace=dlygate4sd2_1, initial antenna violation count=0, level count of the clock H-tree=1, routed wirelength normalized by instance count=between 10 and 15 µm, worst reg2reg startpoint=Qtemp[5], final weighted congestion of routability-driven global placement=approximately 0.73, kind of end point of the critical path=output pin, clock tree from TritonCTS=done, number of sinks driven by the clock tree=16, Layout Skew=0 ps, headroom to the max-slew limit=approximately 90%, highest-delay cell along the critical path=dfxtp_2, wire length after detailed routing=~1500 µm, fraction of final layout cells sized beyond drive strength 1=25.0%, number of global-route vias before repair=between 500 and 600, Hold WC Path Type=reg -> reg, required time at the endpoint of the critical path=about 880 ps, final global-route overflow total=0, number of storage elements in the synthesis netlist=16, clock latency reported for the late side of the worst-skew pair=~270 ps, port bufs=34, final hold vios=0, Final Max Tran Viols=0, fp util=between 10% and 20%, Peak supply drop=approximately 0.61 mV, registers with the most flip-flops=Qtemp x16, cell accounting for the most synthesized area=dfxtp_1, design area=996 µm², first-pass GRT wire length=2370 µm, pin count of the biggest net entering global routing=17, remaining routing DRC violations=0, number of buffers on the longest clock path=2, OpenROAD warning count=25, post-layout power=between 1 and 1.5 mW, cell count listed in synth_stat.txt=52, critical setup path kind=reg -> out, total half-perimeter wirelength after legalization and detailed placement=about 1200 µm, period utilisation layout=between 90% and 100%, area share, top type=between 50% and 60%, Worst setup startpoint=Qtemp[8], startpoint class of the critical path=flop, Crit Path Max Fanout=2, R2R depth=2, chip area in the Yosys report=581 µm², CP top delay family=flip-flops, number of flip-flops in the largest register=16, clock-pin slew on the worst setup and hold paths=about 80 ps, worst-case register-to-register setup slack=~500 ps, setup repair after global routing missed its margin=no
## per-layer routing
metal	part of all wire (%)	track usage, %	routed length (µm)	up-vias
li1	-	-	-	244
met1	40	4.74	598	193
met4	0.40	0.176	6	0
met3	13	3.41	195	2
met5	0	0	0	-
met2	46	7.95	687	21
## worst min-delay path by stage
stage                     from        to  slack (ps)  depth (start not counted)
after CTS             Qtemp[9]  Qtemp[9]         490                          2
final                 Qtemp[9]  Qtemp[9]         480                          2
after global routing  Qtemp[6]  Qtemp[6]         510                          2
## kinds of logic (layout without fill, tap and decap cells)
group                  Yosys count  after routing  synth area share, %
muxes                           16             16                 27.6
DFF                             16             16                 55.2
and+or+nand+nor                 16             16                 10.3
buffers and inverters            4             40                 6.90
## synthesized netlist by cell type (all sizes together)
library cell and instances:
mux2i 16, buf 4, dfxtp 16, nor2 16
## through the flow
step                      hold WS [ps]  util (%)  setup TNS (ps)  setup slack [ps]  instances
after floorplan                    367         -               0               298         52
after global placement             476      28.5           -2540              -163        131
after detailed placement           483      28.5           -2760              -182        131
after CTS                          488      29.2               0              18.8        134
after global routing               508      29.2               0             0.964        134
final                              480      29.2               0              46.4        134
## cell type report
class                      count  area [µm²]
fill                         365        2420
tap                           46        57.6
multi-input combinational     32         220
timing repair buffer          37         355
sequential                    16         340
clock buffer                   3        22.5
## power breakdown
part	total, mW	internal [mW]	switching (mW)
logic	0.188	0.132	0.0560
clock network	0.283	0.127	0.157
registers	0.634	0.620	0.0144
## timing repair
item,in CTS,in global routing
endpoints found under the setup margin,16,0
setup buffers,0,0
gates resized,32,0
endpoints found under the hold margin,0,0
Power figures rest on the tool's default switching activity, not on a simulated workload.
