## config.mk

```make
export PLATFORM = sky130hd
export DESIGN_NAME = Mux8to1
export DESIGN_NICKNAME = Mux8to1
export VERILOG_FILES = /design/flow/design.v
export SDC_FILE = /design/flow/constraint.sdc
export NUM_CORES = 4
export LEC_CHECK = 1
export CORE_AREA = 10 10 72 72
export DIE_AREA = 0 0 82 82
```

## constraint.sdc

```tcl
current_design Mux8to1

set clk_period 4.5
set clk_io_pct 0.2

create_clock -name clk0 -period $clk_period

set non_clock_inputs [all_inputs -no_clocks]
set_input_delay [expr $clk_period * $clk_io_pct] -clock clk0 $non_clock_inputs
set_output_delay [expr $clk_period * $clk_io_pct] -clock clk0 [all_outputs]
```

## design.v

```verilog
module Mux8to1(MuxIn0,MuxIn1,MuxIn2,MuxIn3,MuxIn4,MuxIn5,MuxIn6,MuxIn7,select,MuxOut);
input [15:0] MuxIn0;
input [15:0] MuxIn1;
input [15:0] MuxIn2;
input [15:0] MuxIn3;
input [15:0] MuxIn4;
input [15:0] MuxIn5;
input [15:0] MuxIn6;
input [15:0] MuxIn7;
input [2:0] select;
output [15:0] MuxOut;
reg [15:0] MuxOut;
always@(select,MuxIn0,MuxIn1,MuxIn2,MuxIn3,MuxIn4,MuxIn5,MuxIn6,MuxIn7)
begin
	case(select)
	3'b000:
		MuxOut=MuxIn0;
	3'b001:
		MuxOut=MuxIn1;
	3'b010:
		MuxOut=MuxIn2;
	3'b011:
		MuxOut=MuxIn3;
	3'b100:
		MuxOut=MuxIn4;
	3'b101:
		MuxOut=MuxIn5;
	3'b110:
		MuxOut=MuxIn6;
	3'b111:
		MuxOut=MuxIn7;
	default:
		MuxOut=0;
	endcase
end
endmodule
```

## run.sh

```bash
#!/bin/bash
# OpenROAD 26Q1-2900-gdf79404cd8, Yosys 0.63+post, stock flow scripts
make -C /OpenROAD-flow-scripts/flow DESIGN_CONFIG=/design/flow/config.mk WORK_HOME=/design/flow/orfs finish
```

==> impl_metrics.toml <==
# generated from flow reports
[timing]
slew_headroom_pct = 55.8
post-route-min-period_ps = 4030
finalMaxSlewViolations = 0
count_of_final_hold_check_violations = 0
finalCritPeriodShare_pct = 89.5
tns_ps = 0
fmax_ghz = 0.248
rsz_0062_raised_after_global_routing = "no"
worst_pin_slew_ps = 662
setup_viol_count_final = 0

[logic_synthesis]
synthesis.instances = 177
synth.area.top_cells = "sky130_fd_sc_hd__a22oi_1 15%, sky130_fd_sc_hd__mux2i_1 13%, sky130_fd_sc_hd__nand2b_1 8.4%"
synth.avg_cell_area_um2 = 6.30
yosys-stat-cells = 177
synth_area_um2 = 1110
synth.cells.most_frequent = "23 x sky130_fd_sc_hd__a22oi_1, 20 x sky130_fd_sc_hd__nor2_1, 15 x sky130_fd_sc_hd__mux2i_1, 15 x sky130_fd_sc_hd__nand2_1, 15 x sky130_fd_sc_hd__nand2b_1"
yosys_area_um2 = 1110
synth_seq_share_pct = 0
post-synth-top-area-cell = "sky130_fd_sc_hd__a22oi_1"
post-synth-top-area-fraction_pct = 15.5
top_cell = "sky130_fd_sc_hd__a22oi_1"
synthesis.yosys.warnings = 1
yosys.cell_types.count = 27

[global_route]
globalRouteOverflowTotal = 0
grt_first_pass_wirelength_um = 9450
track_usage_pct = 17.8
via_count_of_the_first_global_routing_pass = 1830
grt_antenna_before_repair = 0
grt_max_degree = 32

[layout]
flop_area_um2 = 0
nClkBuffers = 0
area_growth_syn_to_layout_pct = 130
flops = 0
final-comb-area_um2 = 968
post_route_cells_drive_above_1_share_pct = 4.46
post_route_design_area_um2 = 2570
post-route-util_pct = 69.6
num-fill-cells = 312

[setup_path]
path_cells = "clkdlybuf4s50_1 > nor2b_4 > and2_2 > a22oi_1 > a21oi_1 > clkdlybuf4s50_1"
crit_buf_inv = 2
cpMaxStageDelayCell = "sky130_fd_sc_hd__clkdlybuf4s50_1"
setup.worst_path.end_class = "output pin"
path_class = "primary input to output pin"
timing.critical_path.from_type = "primary input"
crit_path_frequent_cell = "sky130_fd_sc_hd__clkdlybuf4s50_1"
critPathTopFamily = "buffers and inverters"
timing.critical_path.slowest_cell_delay_ps = 820
critPathMaxFanout = 15
cp_data_required_time_ps = 3600
cp_data_arrival_time_ps = 3130
startpoint = "select[0]"

[routing]
routed_via_density = 5.02
antenna-diode-count = 0
drtAntennaViolNets = 0
vias = 1819
detail_route.first_pass.iterations = 4
avgRoutedWirePerCell_um = 17.9
drt_wl_total_um = 6470
post-route-drc-count = 0
drt_iter0_drc = 72

[floorplan]
die-area_um2 = 6720
starting_utilization_of_the_core_area_pct = 30.2
fp.dieW_um = 82
core_um2 = 3690
rows = 22
boundaryPins = 147
die_h_um = 82

[power_and_ir_drop]
power_per_cell_area_nw_per_um2 = 92.4
power_frac_seq_pct = 0
power.internal_uw = 167
power_frac_comb_pct = 100.0
clockPowerShare_pct = 0
p_leak_uw = 0.000980
vdd_drop_max_uv = 55.5
sw_frac_of_total_pct = 29.5
power.switching_uw = 69.9
fin_total_pwr_uw = 237

[worst_hold_path]
timing.hold.worst.start = "MuxIn0[15]"
whs_endpoint = "MuxOut[15]"
worstHoldPathType = "primary input to output pin"
worst_hold_path.num_cells = 4

[placed_design]
io_buffers = 147
dpl_cell_area_um2 = 2570
dp.final_hpwl_um = 5490
finalWeightedCongestion = 0.892

[clocking]
post_cts.repair.setup_buffers = 0
cts_hold_repair.buffers = 0
post_cts_resized = 0

[outcome]
run_status = "completed"

[flow_run]
warnings = 33
maxCapViolations = 0
layout make-up:
cell class | count | area share (%)
repair buffers | 155 | 59.5
well taps | 48 | 2.34
inverters | 3 | 0.439
multi-input cells | 156 | 37.7
placed cells by master (no fill, tap or decap), types with 4 or more instances in the layout:
master / instances
sky130_fd_sc_hd__clkdlybuf4s50_1: 146
sky130_fd_sc_hd__a22oi_1: 23
sky130_fd_sc_hd__nor2_1: 20
sky130_fd_sc_hd__nand2_1: 15
sky130_fd_sc_hd__nand2b_1: 15
sky130_fd_sc_hd__mux2i_1: 15
sky130_fd_sc_hd__o21ai_0: 13
sky130_fd_sc_hd__a21oi_1: 12
sky130_fd_sc_hd__a31oi_1: 12
sky130_fd_sc_hd__nand3_1: 11
sky130_fd_sc_hd__buf_4: 8
sky130_fd_sc_hd__a22o_1: 4
how the worst max path moves through the flow:
stage	endpoint	slack [ps]	cells past startpoint
after CTS	MuxOut[1]	470	5
after global routing	MuxOut[11]	260	6
final	MuxOut[11]	470	6
through the flow:
step	std cells	setup WS, ps	hold WS, ps
after floorplan	177	1870	1880
after global placement	362	491	2740
after detailed placement	362	478	2750
after CTS	362	466	2750
after global routing	362	263	2760
final	362	471	2740
routing by layer:
layer / vias to the layer above / GRT usage [%] / routed length (µm)
met5: - / 0 / 0
met4: 0 / 1.36 / 48
met3: 4 / 5.84 / 691
met2: 94 / 29.6 / 3010
met1: 787 / 22.7 / 2720
li1: 934 / - / -
cells by family (layout without fill, tap and decap cells):
logic type	after synthesis	in the layout	synth area share (%)
AOI/OAI and AO/OA	68	68	39.5
muxes	16	16	14.5
and+or+nand+nor	72	72	32.9
buffers and inverters	21	158	13.1
power groups by stage:
stage | clock network [µW] | logic, µW | registers (µW)
4_1_cts | 0 | 239 | 0
5_1_grt | 0 | 257 | 0
6_report | 0 | 237 | 0
Power figures rest on the tool's default switching activity, not on a simulated workload.
